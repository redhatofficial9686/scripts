## flow/design.v

```verilog
module alu_64bit_case (
output reg [63:0] y,
input [63:0] a,
input [63:0] b,
input [2:0] f
);
always @(*)
begin
case(f)
3'b000: y = a & b;
3'b001: y = a | b;
3'b010: y = ~(a & b);
3'b011: y = ~(a | b);
3'b100: y = a + b;
3'b101: y = a - b;
3'b110: y = a * b;
default: y = 64'bx;
endcase
end
endmodule
```

## flow/run.sh

```bash
#!/bin/bash
# OpenROAD 26Q1-2900-gdf79404cd8, Yosys 0.63+post, stock flow scripts
make -C /OpenROAD-flow-scripts/flow DESIGN_CONFIG=/design/flow/config.mk WORK_HOME=/design/flow/orfs finish
```

## flow/config.mk

```make
export PLATFORM = sky130hd
export DESIGN_NAME = alu_64bit_case
export DESIGN_NICKNAME = alu_64bit_case
export VERILOG_FILES = /design/flow/design.v
export SDC_FILE = /design/flow/constraint.sdc
export NUM_CORES = 4
export LEC_CHECK = 1
export CORE_UTILIZATION = 30
```

## flow/constraint.sdc

```tcl
current_design alu_64bit_case

set clk_period 25.9
set clk_io_pct 0.2

create_clock -name clk0 -period $clk_period

set non_clock_inputs [all_inputs -no_clocks]
set_input_delay [expr $clk_period * $clk_io_pct] -clock clk0 $non_clock_inputs
set_output_delay [expr $clk_period * $clk_io_pct] -clock clk0 [all_outputs]
```

==> run notes <==
fresh numbers from the pnr run: final setup vio count=0, Cell variety after synth=91, Post-Place Cells=11600, Rel. slew slack=22.7%, vias in the first global route=63900, final wirelength=283 mm, hold crit path type=input port to output pin, Max Slew Vio Count=0, FP Rows=179, MaxCap Viol Count=0, most instantiated logic cells after routing=1965 x inv_1, 1832 x fa_1, 1307 x nand2_1, Peak VDD IR=0.00207 V, Avg Inst Size Synth=8.42 um^2, Vias=58100, chip height=492 um, Slew @ Worst Pin=1.15 ns, Achievable Freq=0.0466 GHz, Post-Syn Instances=8553, initial antenna violation count=21, RSZ-0062 raised after global routing=false, Pint=23700 uW, post-synth top area cell=fa_1, post-synthesis sequential area ratio=0%, Final Hold Violation Tally=0, CP arrival=16.29 ns, die x size=492 um, Post-Syn Area=72000 um^2, layout cells sized above 1=4.02%, PwrDens=846 nW/um^2, pin count of the biggest net entering global routing=61, WP data required=20.72 ns, crit path max fanout=34, # fillers=24500, type of the worst setup path=input port to output pin, first-pass GRT wire length=425 mm, gr ovfl total=0, number of setup buffers added after CTS=0, Layout area overhead=7.14%, crit path capture type=output pin, flip-flops=0, tool warnings=34, setup TNS=0 ns, Die ar.=242000 um^2, hold slack=11.26 ns, Pwr Total=65200 uW, Leak=0.0381 uW, Startpoint Class=input port, Post-CTS Resized=0, most common cell after layout, fill and taps aside=inv_1, 1st-iter DRT viols=3702, fin crit share=82.9%, YS chip area=72000 um^2, status=completed, vias per inst=5.02, FP Core Util=30.2%, port bufs=195, # clk buffers=0, gpl congestion=1.12, Post-CTS Hold Fix Bufs=0, WL/cell=24.5 um, switch share=63.6%, CP top delay family=adder cells, cell mode on critical path=fa_1, DRC errors left=0, post-route ant nets=0, Slowest-stage cell, CP=o21ai_0, Yosys Warn Count=1, Flop area=0 um^2, post-DP HPWL=228 mm, yosys cell count=8553, Final Non-Filler Cells=11600, switching power=41500 uW, CP Buf/Inv Count=8, minimum clock period=21.47 ns, I/O pins=195, GRT Util Overall=25.3%, Critical Path Max Stage Delay=0.90 ns, Synth area leaders=fa_1 51%, inv_1 10%, and2_1 8.0%, core area=238000 um^2, Synth top area share=50.9%, First-pass DRT Iterations=28
[cell usage after synthesis (5+ instances only)]
cell type	number
nor2_1	197
nand3b_1	5
nand3_1	51
maj3_1	37
o21bai_1	28
nand4_1	25
a21boi_0	6
xor2_1	97
or4_1	8
nor3b_1	5
o21ai_0	144
and3_1	14
a221oi_1	26
a31o_2	8
nand2b_1	18
nor2b_1	19
a22oi_1	13
o311ai_0	5
a21o_1	63
fa_1	1832
mux2i_1	5
and2_1	924
a21oi_1	253
or3_1	17
a211o_1	9
o21ai_1	8
a211oi_1	26
clkbuf_1	534
o211ai_1	23
inv_1	1965
ha_1	377
and4_1	8
o31ai_1	18
xnor2_1	200
buf_1	52
o22ai_1	12
o41ai_1	8
o31a_1	10
a31oi_1	17
nor3_1	52
nand2_1	1307
o221ai_1	15
o21a_1	19
nor4_1	11
[area by class of cell]
| cell class | instances | area [um^2] | share of cell area, % |
|---|---|---|---|
| multi-input cells | 5999 | 62400 | 80.9 |
| inverters | 1966 | 7380 | 9.57 |
| well taps | 3167 | 3960 | 5.14 |
| repair buffers | 424 | 3360 | 4.35 |
| diodes | 7 | 17.5 | 0.0227 |
[per-stage QoR]
step / worst slack [ns] / instance area (um^2) / util [%]
after floorplan: 6.89 / 72000 / -
after global placement: 4.80 / 77100 / 32.4
after detailed placement: 4.84 / 77100 / 32.4
after CTS: 4.83 / 77100 / 32.4
after global routing: 4.16 / 77100 / 32.4
final: 4.43 / 77100 / 32.4
[power groups by stage]
stage / Combinational, uW / Clock, uW / Sequential, uW
4_1_cts: 65600 / 0 / 0
5_1_grt: 70900 / 0.00000518 / 0
[path summary, 6_finish.rpt]
kind | startpoint | endpoint | cells past startpoint
max | a[12] | y[37] | 31
min | f[1] | y[46] | 4
[tightest hold or removal path: stages]
cell,delay [ns]
buf_4,0.24
a21oi_1,0.18
nor2_1,0.05
clkdlybuf4s50_1,0.40
[per-layer routing]
layer	track usage, %	share of wire (%)
met5	0.556	0.10
met3	13.4	14
met2	37.5	44
met4	12.1	6.4
met1	30.3	35
[kinds of logic (layout without fill, tap and decap cells)]
logic type      after synthesis  count (layout)  share of synthesized area (%)
fa+ha+maj                  2246            2246                           58.0
buf+inv                    2554            2390                           13.3
xor+xnor                    297             297                           3.61
mux                           6               6                         0.0852
other cells                   0               7                              0
compound gates              766             766                           6.88
simple gates               2684            2684                           18.1
No activity file was given, so power comes from the tool's default toggle rates.
