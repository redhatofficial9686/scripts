### design/flow/design.v
module down_async_reset_counter (
input wire clk,
input wire rst,
output reg [31:0] count
);
always @(posedge clk or posedge rst) begin
if (rst) begin
count <= 0;
end else begin
count <= count - 1;
end
end
endmodule
### design/flow/run.sh
#!/bin/bash
# OpenROAD 26Q1-2900-gdf79404cd8, Yosys 0.63+post, stock flow scripts
make -C /OpenROAD-flow-scripts/flow DESIGN_CONFIG=/design/flow/config.mk WORK_HOME=/design/flow/orfs finish
### design/flow/config.mk
export PLATFORM = sky130hd
export DESIGN_NAME = down_async_reset_counter
export DESIGN_NICKNAME = down_async_reset_counter
export VERILOG_FILES = /design/flow/design.v
export SDC_FILE = /design/flow/constraint.sdc
export NUM_CORES = 4
export LEC_CHECK = 1
export CORE_AREA = 10 10 101 101
export DIE_AREA = 0 0 111 111
### design/flow/constraint.sdc
current_design down_async_reset_counter

set clk_period 7.5
set clk_io_pct 0.2

create_clock -name clk0 -period $clk_period [get_ports {clk}]

set non_clock_inputs [all_inputs -no_clocks]
set_input_delay [expr $clk_period * $clk_io_pct] -clock clk0 $non_clock_inputs
set_output_delay [expr $clk_period * $clk_io_pct] -clock clk0 [all_outputs]
==> flow_summary.json <==
{
  "xor_share_pct": 16.7,
  "mux_area_share_pct": 0,
  "netlist_top_cells_area": "dfrtp_1 (55%), xor2_1 (11%), xnor2_1 (4.2%)",
  "wl_per_cell_um": 12.9,
  "cts_resized": 0,
  "hpwl_mm": 2.70,
  "syn_area_sq_um": 1460,
  "cts_root_buf": "clkbuf_8",
  "die_y_um": 111,
  "cts_tree": "built",
  "power_leakage_nw": 0.636,
  "combinationalPowerShare_pct": 1.4,
  "fin_worst_skew_ns": 0.0126,
  "arrival_ns": 1.25,
  "cp_max_fo": 6,
  "drt-pass1-iter-count": 4,
  "p_sw_share_pct": 20.7,
  "synth_area_leader_cell": "dfrtp_1",
  "top_cell": "dfrtp_1",
  "grt_util_all_layers_pct": 5.69,
  "rows": 33,
  "required_ns": 6.00,
  "cp-start-kind": "register",
  "ys_types": 23,
  "drive_above_1_share_pct": 10.8,
  "gp_congestion": 0.775,
  "path_clk_slew_ns": 0.07,
  "fp_util_pct": 18.0,
  "vias": 1072,
  "worst_pin_slew_ns": 0.855,
  "dr.first_iter.drc_count": 53,
  "die-area_sq_um": 12300,
  "p_total_uw": 298,
  "ys_ff": 32,
  "ir_drop_mv": 0.0422,
  "maxCapViolCount": 0,
  "synth_stat.cells": 126,
  "intPower_uw": 236,
  "hold_path_startpoint": "count[31]",
  "adder_share_pct": 0.855,
  "ys_sh_simple_pct": 24.3,
  "top_area_share_pct": 54.7,
  "grt_setup_unrepaired": "no",
  "area_growth_pct": 36.9,
  "cts_sinks": 32,
  "h-tree-depth": 2,
  "port-buffer-count": 33,
  "cpPeakStageDelay_ns": 0.51,
  "finalHoldViolCount": 0,
  "antenna_found_initial": 0,
  "die_w_um": 111,
  "end_kind": "output port",
  "ioPinCount": 34,
  "post_cts_buffers": 0,
  "wirelength_mm": 3.51,
  "r2r_start": "count[11]",
  "finalCritPeriodShare_pct": 36.6,
  "async_flop_share_pct": 100,
  "viasPerCell": 3.96,
  "grt_max_degree": 33,
  "synth_area_per_cell_sq_um": 11.6,
  "top_register": "count",
  "finalMaxSlewViolations": 0,
  "utilization_pct": 24.6,
  "fin_crit_ns": 2.75,
  "outcome": "complete, no violations",
  "crit_buf_inv": 1,
  "yosysWarningCount": 1,
  "reg_top3": "count (32)",
  "aoi_share_pct": 1.37,
  "slowest_stage": "clkdlybuf4s50_1",
  "edf_count": 0,
  "largest_reg_flops": 32,
  "yosysSeqAreaShare_pct": 54.7,
  "clock_path_buffers": 2,
  "hold_path.class": "register to register",
  "antenna_left": 0,
  "syn_inst": 126,
  "max_freq_ghz": 0.364,
  "pwr-share-clk_pct": 40.7,
  "seqPwrFrac_pct": 57.9,
  "setup_viol": 0,
  "clock.latency.late_pin_ns": 0.28,
  "crit_type": "register to output port",
  "switchingPower_uw": 61.8,
  "drc": 0,
  "core_sq_um": 8130,
  "p_per_area_nw_per_um2": 149,
  "ys_top_logic_family": "simple AND/OR/NAND/NOR gates",
  "ys_top_cells_by_count": "dfrtp_1 (32), xor2_1 (19), nor2_1 (10), nand2_1 (8)",
  "tool_warnings": 25,
  "cts_buffers": 5,
  "diodes": 0,
  "grt_pass1_wl_mm": 5.91,
  "cp-startpoint": "count[17]",
  "fin_tns_setup_ns": 0,
  "worstPathCellList": "clkdlybuf4s50_1",
  "crit_family": "buffers and inverters",
  "ys_area_sq_um": 1460,
  "cts_hold_buf": 0,
  "fillers": 848,
  "ff_type": "dfrtp_1",
  "slew_headroom_pct": 42.2,
  "grt_pass1_vias": 1089,
  "grt_overflow": 0
}
==> power by group through the flow <==
stage	Combinational (mW)	Clock, mW	Sequential [mW]
CTS	0.00460	0.127	0.173
global route	0.00503	0.135	0.172
finish	0.00417	0.121	0.173
==> cell families after synthesis <==
logic type / count (synthesis)
adder cells (fa/ha/maj): 1
XOR/XNOR: 27
AND-OR/OR-AND: 3
flip-flops: 32
AND/OR/NAND/NOR: 57
buffers and inverters: 6
==> per-layer routing <==
layer / GRT usage, % / vias to the layer above / wire [um]
met2: 9.12 / 25 / 1680
li1: - / 520 / -
met3: 2.19 / 2 / 229
met1: 7.36 / 525 / 1580
met5: 0 / - / 0
met4: 0.608 / 0 / 18
==> worst paths after layout <==
path	to	slack [ns]	cells after the start
max in group asynchronous	count[21]	5.58	3
setup reg to reg	count[30]	5.05	4
hold reg to reg	count[31]	0.47	1
min in group asynchronous	count[6]	1.61	3
setup / recovery	count[17]	4.75	1
hold / removal	count[31]	0.47	1
==> per-stage QoR <==
step | setup WS, ns | instances | cell area (sq um) | hold slack, ns
floorplan | 5.23 | 126 | 1460 | 0.420
global placement | 5.03 | 264 | 1920 | 0.457
detailed placement | 5.02 | 264 | 1920 | 0.469
CTS | 4.71 | 271 | 2000 | 0.476
global route | 4.67 | 271 | 2000 | 0.490
finish | 4.75 | 271 | 2000 | 0.474
==> cell type report <==
cell class / instances / area [sq um] / area share [%]
tap: 105 / 131 / 6.56
clock buffer: 6 / 72.6 / 3.62
inverter: 4 / 15.0 / 0.750
multi-input combinational: 88 / 632 / 31.6
sequential: 32 / 801 / 40.0
timing repair buffer: 35 / 345 / 17.2
clock inverter: 1 / 5.00 / 0.250
==> layout by cell type (no fill, tap or decap), drive strengths merged <==
master / synthesis / final
nand3: 4 / 4
buf: 1 / 2
dfrtp: 32 / 32
nor3: 7 / 7
nor2: 10 / 10
or2: 1 / 1
or3: 6 / 6
clkbuf: 1 / 6
clkdlybuf4s50: 0 / 33
and3b: 1 / 1
o21ai: 1 / 1
nor4: 9 / 9
xnor2: 8 / 8
ha: 1 / 1
o31ai: 2 / 2
nand3b: 1 / 1
clkinv: 0 / 1
inv: 4 / 4
nor4b: 3 / 3
nand2: 8 / 8
xor2: 19 / 19
or4: 7 / 7
Power and IR drop assume default switching activity.
