--- ./config.mk ---
export PLATFORM = sky130hd
export DESIGN_NAME = alu_32bit_case
export DESIGN_NICKNAME = alu_32bit_case
export VERILOG_FILES = /design/flow/design.v
export SDC_FILE = /design/flow/constraint.sdc
export NUM_CORES = 4
export LEC_CHECK = 1
export CORE_UTILIZATION = 50
--- ./constraint.sdc ---
current_design alu_32bit_case

set clk_period 17.9
set clk_io_pct 0.2

create_clock -name clk0 -period $clk_period

set non_clock_inputs [all_inputs -no_clocks]
set_input_delay [expr $clk_period * $clk_io_pct] -clock clk0 $non_clock_inputs
set_output_delay [expr $clk_period * $clk_io_pct] -clock clk0 [all_outputs]
--- ./design.v ---
module alu_32bit_case(y,a,b,f);
input [31:0]a;
input [31:0]b;
input [2:0]f;
output reg [31:0]y;
always@(*)
begin
case(f)
3'b000:y=a&b;
3'b001:y=a|b;
3'b010:y=~(a&b);
3'b011:y=~(a|b);
3'b010:y=a+b;
3'b011:y=a-b;
3'b100:y=a*b;
default:y=32'bx;
endcase
end
endmodule
--- ./run.sh ---
#!/bin/bash
# OpenROAD 26Q1-2900-gdf79404cd8, Yosys 0.63+post, stock flow scripts
make -C /OpenROAD-flow-scripts/flow DESIGN_CONFIG=/design/flow/config.mk WORK_HOME=/design/flow/orfs finish
==> impl_metrics.csv <==
group,metric,value,unit
status,outcome,"complete, no violations",
pwr,max-vdd-ir-drop,439.2,uV
pwr,p_int,3301,uW
placed_design,pre_cts_ws,2.946,ns
final_layout,nClkBuffers,0,
placed_design,dp_hpwl,37390,um
setup_path,critPathKind,"in -> out",
route,drt_iter0_drc,538,
final_layout,fin_area,18520,um2
final_timing,finalCritPeriodShare,0.8419,
die,fp.dieArea,34940,um2
synthesis,synthDistinctLibCells,55,
route,ant_nets,0,
die,ios,99,
final_timing,tightest_slew,0.8153,ns
final_timing,worst_slack,2.830,ns
route,via_count,12940,
route,first_pass_iters,5,
route,wl,49620,um
final_layout,final_cells,2442,
route,wl_per_cell,20.32,um
placed_design,portBuffers,99,
pwr,leakage,0.008961,uW
flow_run,tool_warnings,32,
route,route.detailed.drc,0,
synthesis,synth_area,17100,um2
die,rows,67,
final_timing,fmax,66.36,MHz
hold_path,hp-start,"f[2]",
setup_path,startpoint_type,"input port",
flow_run,cap_violations,0,
clocking,cts_resized,0,
die,die_h,186.9,um
final_layout,layout_top_cell,"fa_1",
setup_path,crit_arrival,11.49,ns
die,die_x,186.9,um
setup_path,crit_start,"a[15]",
final_timing,min_period,15.07,ns
synthesis,yosys_cells,1971,
final_timing,setup_viol,0,
placed_design,gp_congestion,0.9588,
pwr,swShare,0.5708,
synthesis,yosys_warnings,1,
placed_design,dp_cells,2441,
pwr,p_sw,4390,uW
final_layout,lay_top_cells,"fa_1, inv_1, and2_1",
hold_path,hold_depth,5,
synthesis,syn-instance-count,1971,
final_timing,slew_headroom,0.4547,
final_layout,flop_area,0,um2
final_layout,layout-drive-gt1-share,0.02559,
clocking,ctsHoldBuffers,0,
synthesis,ys_area,17100,um2
final_timing,rsz0062_at_grt,"no",
global_route,overflow,0,
global_route,antenna_found_initial,0,
final_timing,fin_setup_tns,0,ns
global_route,grt_pass1_wl,80670,um
final_layout,syn2layout_area_growth,8.298,%
setup_path,endpoint_kind,"output port",
synthesis,avgSynthCellArea,8.675,um2
global_route,grt_max_degree,49,
setup_path,required,14.32,ns
die,core,33620,um2
setup_path,cp_max_fo,18,
synthesis,ys_seq_share,0,
global_route,grt_pass1_vias,14160,
final_layout,ff_count,0,
hold_path,min_path_type,"in -> out",
pwr,powerDensity,415.3,nW/um2
placed_design,placed_area,18520,um2
global_route,grtUsageTotal,0.3292,
die,fp_util,0.5087,
final_timing,hold_viol_final,0,
final_timing,slew_viol_final,0,
route,vias_per_cell,5.301,
clocking,cts_setup_buffers,0,
-- final cells by class --
cell class / instances / area (um2)
antenna: 1 / 2.502
fill: 3037 / 15100
tap: 448 / 560.5
multi-input combinational: 1468 / 15210
inverter: 382 / 1434
timing repair buffer: 143 / 1311
-- power groups by stage --
stage / Clock [uW] / Sequential [uW] / Combinational, uW
after global routing: 0 / 0 / 8590
after CTS: 0 / 0 / 7630
-- layer usage --
metal / wire length [um] / up-vias / part of all wire / GRT usage
met1: 20360 / 6336 / 0.41 / 0.4901
met5: 0 / - / 0 / 0
li1: - / 5888 / - / -
met3: 6053 / 79 / 0.12 / 0.1483
met4: 1489 / 0 / 0.030 / 0.07787
met2: 21710 / 641 / 0.44 / 0.4686
-- stage by stage --
stage	total power (uW)	util	hold WS (ns)
2_1_floorplan	5439	-	7.263
3_3_place_gp	7620	0.5508	8.104
3_5_place_dp	7529	0.5508	8.099
4_1_cts	7630	0.5508	8.118
5_1_grt	8587	0.5508	8.184
6_report	7691	0.5509	8.141
-- Yosys cell counts (all sizes together), types with 3 or more instances --
cell type  count  area share
nand2b         4      0.0015
o21ai         62       0.018
nor2          30      0.0066
inv          382       0.084
a211oi         6      0.0029
fa           408        0.48
a31oi          9      0.0033
a41oi          5      0.0026
maj3          25       0.015
a21oi         27      0.0079
nor3           7      0.0020
nand4          4      0.0015
o21a           8      0.0035
xor2          29       0.015
o211ai         3      0.0016
mux2i          3      0.0018
xnor2         75       0.038
nand3         17      0.0050
a21o          13      0.0057
ha           123       0.090
clkbuf       115       0.025
nand2        263       0.058
and3           4      0.0015
buf            6      0.0014
and2         313        0.11
-- kinds of logic (layout without fill, tap and decap cells) --
family	count (synthesis)	after routing	synth area share
adders and majority gates	556	556	0.5823
buffers and inverters	503	525	0.1105
other	0	1	0
and+or+nand+nor	651	651	0.1941
AOI/OAI and AO/OA	152	152	0.05613
xor gates and xnor gates	105	105	0.05459
muxes	4	4	0.002415
-- path summary, 6_finish.rpt --
kind              endpoint  slack [ns]
setup / recovery     y[30]        2.83
hold / removal        y[2]        8.14
-- worst max-delay path, stage by stage --
cell and delay (ns):
clkdlybuf4s50_1 0.82, and2_1 0.35, fa_1 0.50, inv_1 0.05, fa_1 0.49, fa_1 0.44, fa_1 0.55, inv_1 0.05
fa_1 0.49, inv_1 0.05, fa_1 0.54, inv_1 0.05, fa_1 0.49, fa_1 0.44, ha_1 0.41, nand4_1 0.19
nor4_1 0.31, nand2b_1 0.13, a21oi_1 0.29, o211ai_1 0.25, a2111o_1 0.41, nand3_1 0.11, clkdlybuf4s50_1 0.47
Power and IR drop assume default switching activity.
